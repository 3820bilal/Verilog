`flow/run.sh`:
```
#!/bin/bash
# OpenROAD 26Q1-2900-gdf79404cd8, Yosys 0.63+post, stock flow scripts
make -C /OpenROAD-flow-scripts/flow DESIGN_CONFIG=/design/flow/config.mk WORK_HOME=/design/flow/orfs finish
```
`flow/constraint.sdc`:
```
current_design fifo

set clk_period 4.7
set clk_io_pct 0.2

create_clock -name clk0 -period $clk_period [get_ports {clk}]

set non_clock_inputs [all_inputs -no_clocks]
set_input_delay [expr $clk_period * $clk_io_pct] -clock clk0 $non_clock_inputs
set_output_delay [expr $clk_period * $clk_io_pct] -clock clk0 [all_outputs]
```
`flow/config.mk`:
```
export PLATFORM = sky130hd
export DESIGN_NAME = fifo
export DESIGN_NICKNAME = fifo
export VERILOG_FILES = /design/flow/design.v
export SDC_FILE = /design/flow/constraint.sdc
export NUM_CORES = 4
export LEC_CHECK = 1
export CORE_UTILIZATION = 30
```
`flow/design.v`:
```
module counter(
  input       			clk,
  input       			reset,
  input       			increment,
  input       			decrement,
  output reg [1:0]	    count
);
  reg       		enable;
  reg [1:0] 		mux_out;
  always @(*) begin
    enable = increment | decrement;
    case (increment)
      1'b0: mux_out = count - 1;
      1'b1: mux_out = count + 1;
    endcase
  end
  always @(posedge clk) begin
    if (reset)   	
      count <= 0;
    else if (enable)	
      count <= mux_out;
  end
endmodule
module fifo
(
  input clk,
  input reset,
  input pop,
  input push,
  input [31:0] data_in,
  output reg [31:0] data_out,
  output fifo_full,
  output fifo_empty
);
wire [1:0] count;
counter counter_inst(
  .clk        (clk),
  .reset      (reset),
  .increment  (push),
  .decrement  (pop),
  .count      (count)
);
reg [31:0] register1;
reg [31:0] register2;
reg [31:0] register3;
reg [31:0] register4;
always @(posedge clk)
begin
  if (reset)
    register1 <= 0;
  else if (push)   
    register1 <= data_in;
end
always @(posedge clk)
begin
  if (reset)
    register2 <= 0;
  else if (push)
    register2 <= register1;
end
always @(posedge clk)
begin
  if (reset)
    register3 <= 0;
  else if (push)
    register3 <= register2;
end  
always @(posedge clk)
begin
  if (reset)
    register4 <= 0;
  else if (push)
    register4 <= register3;
end
always @(*)
begin
  case(count)
    2'd0 : data_out = register1;
    2'd1 : data_out = register2;
    2'd2 : data_out = register3;
    2'd3 : data_out = register4;
  endcase
end
assign fifo_empty = (count == 0);
assign fifo_full  = (count == 3);
endmodule
```
==> flow_summary.yaml <==
# physical design summary
final_timing:
  layout_setup_ws_ns: 0.922
  fin_skew_ns: 0.00641
  fin_crit_ns: 3.78
  setup_tns_ns: 0
  tightest_slew_ns: 0.879
  rsz0062_at_grt: "no"
  fmax_mhz: 265
  finalHoldViolations: 0
  holdWs_ns: 0.490
  slew_headroom_pct: 41.4
  post-route-period-util_pct: 80.4
  finalSetupViolCount: 0
  maxSlewViolCount: 0
clocking:
  clock_latency_ns: 0.41
  cts-root-buf: "clkbuf_16"
  cts.sinks: 130
  clk_pin_slew_ns: 0.05
  post-cts-setup-buffers: 0
  numCtsBuffers: 17
  cts_max_level: 4
  cts_resized: 0
  ctsHoldBuffers: 0
  cts_tree: "done"
  cts_max_path_buffers: 2
layout:
  final_layout_size_suffix_gt1_share_pct: 6.49
  fillers: 1719
  area_growth_pct: 24.8
synth:
  synth_flops: 130
  edf_count: 0
  ys_top_cells_by_area: "dfxtp_1, mux2i_1, nor2_1"
  syn_inst: 538
  yosys-top-cells-count: "mux2i_1, dfxtp_1, nor2_1, inv_1, a222oi_1"
  synth.cell_area_um2: 5530
  yosysWarnings: 2
  most_common_cell: "mux2i_1"
  synth_top_area_share_pct: 47.0
  postSynthSeqShare_pct: 47.0
  ff_type: "dfxtp_1"
  yosys_area_um2: 5530
  syn_avg_cell_area_um2: 10.3
  yosys_cells: 538
  synth_cell_types: 15
  top_area_cell: "dfxtp_1"
  synthArstFlopShare_pct: 0
placement:
  gp_congestion: 0.716
  hpwl_um: 6570
  dp_slack_ns: 1.39
  io_buffers: 69
drt:
  route.detailed.drc: 0
  wl_per_cell_um: 13.8
  drt_iter0_drc: 270
  vias: 3906
  drtAntennaViolNets: 0
  drt-vias-per-instance: 4.71
  drt-total-wl_um: 11500
  dr.pass1.iters: 6
  antenna_cells: 0
worst_hold_path:
  hp-class: "reg -> reg"
global_route:
  grt_pass1_wl_um: 18500
  gr-total-overflow: 0
  grt_max_degree: 73
  grt_pass1_vias: 3795
  track_usage_pct: 12.7
  antenna_found_initial: 0
die:
  die-area_um2: 19000
  design.core.area_um2: 18000
  die_h_um: 138
  rows: 49
  fp_util_pct: 30.7
  io_pins: 70
  die_w_um: 138
job:
  max_cap_viol_count: 0
  warning_count: 28
status:
  status: "finished, final reports clean"
pwr:
  leakage_nw: 2.94
  cellPowerDensity_nw_per_um2: 414
  ir_drop_mv: 0.262
critical_path:
  slowest_stage: "ha_1"
  critPathBufInv: 2
  cp_top_family: "buffers and inverters"
  cp_max_fo: 17
  cpPeakStageDelay_ns: 0.74
  worstPathArrival_ns: 2.84
  critPathRequiredTime_ns: 3.76
  crit_type: "reg -> out"
  cp-end-kind: "output port"
  cp_cell_sequence: "ha_1, buf_4, a222oi_1, mux2i_1, clkdlybuf4s50_1"
  cp-start-kind: "flip-flop"
-- cell type report --
type / instances / area (µm²) / area share, %
multi-input cells: 331 / 2500 / 36.2
clock inverters: 10 / 171 / 2.48
repair buffers: 74 / 739 / 10.7
inverters: 34 / 128 / 1.85
flip-flops and latches: 130 / 2600 / 37.7
clock buffers: 22 / 474 / 6.87
well taps: 229 / 287 / 4.15
-- flip-flops by register name (all words and copies together), names as in the netlist --
name                flops
counter_inst.count      2
register1              32
register4              32
register2              32
register3              32
-- placed cells by master, fill, tap and decap left out --
| cell | Yosys | layout |
|---|---|---|
| ha_2 | 0 | 2 |
| nor2_1 | 129 | 129 |
| ha_1 | 4 | 2 |
| clkinv_4 | 0 | 3 |
| clkbuf_1 | 11 | 2 |
| mux2i_1 | 160 | 160 |
| nand3b_1 | 1 | 1 |
| clkbuf_16 | 0 | 17 |
| a222oi_1 | 32 | 32 |
| clkbuf_8 | 0 | 3 |
| buf_4 | 6 | 5 |
| dfxtp_1 | 130 | 130 |
| bufinv_16 | 0 | 4 |
| o41ai_1 | 1 | 1 |
| buf_6 | 0 | 1 |
| inv_6 | 0 | 2 |
| o21a_1 | 1 | 1 |
| clkdlybuf4s50_1 | 0 | 67 |
| clkinvlp_4 | 0 | 1 |
| and2_1 | 1 | 1 |
| buf_12 | 0 | 1 |
| nor3_1 | 2 | 2 |
| inv_1 | 34 | 34 |
-- through the flow --
| step | utilization [%] | instance area [µm²] | std cells | power (mW) |
|---|---|---|---|---|
| global placement | 34.7 | 6260 | 798 | 1.46 |
| floorplan | - | 5530 | 538 | 1.37 |
| CTS | 38.3 | 6900 | 830 | 2.90 |
| finish | 38.3 | 6900 | 830 | 2.86 |
| detailed placement | 34.7 | 6260 | 798 | 1.47 |
| global route | 38.3 | 6900 | 830 | 2.98 |
-- logic make-up (layout without fill, tap and decap cells) --
kind of cell               Yosys count  count (layout)  share of synthesized area [%]
adders and majority gates            4               4                          0.905
AOI/OAI and AO/OA                   34              34                           6.08
buffers and inverters               77             140                           7.85
muxes                              160             160                           28.9
and+or+nand+nor                    133             133                           9.18
DFF                                130             130                           47.0
-- report_power, final --
group          internal, mW  leakage [nW]  switching, mW
logic                 0.142          1.58          0.139
clock network         0.936         0.312          0.476
registers              1.14          1.06         0.0256
-- final timing paths --
kind	startpoint	to	slack, ns	cells past startpoint
setup / recovery	counter_inst.count[0]	data_out[12]	0.92	5
hold / removal	register4[25]	register4[25]	0.49	2
setup reg to reg	counter_inst.count[0]	counter_inst.count[1]	3.43	4
hold reg to reg	register4[25]	register4[25]	0.49	2
-- layer usage --
layer / vias to the layer above / GRT usage, % / part of all wire [%]
met5: - / 0 / 0
met4: 0 / 1.45 / 0.92
met3: 7 / 2.97 / 4.7
met2: 85 / 20.7 / 45
met1: 1842 / 17.8 / 49
li1: 1972 / - / -
-- worst register-to-register path, cell delays in order, from the launching register on --
cell and delay [ns]:
dfxtp_1 0.41, inv_1 0.09, ha_2 0.29, and2_1 0.15, o41ai_1 0.23
Power figures rest on the tool's default switching activity, not on a simulated workload.
