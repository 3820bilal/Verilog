**flow/run.sh**
```bash
#!/bin/bash
# OpenROAD 26Q1-2900-gdf79404cd8, Yosys 0.63+post, stock flow scripts
make -C /OpenROAD-flow-scripts/flow DESIGN_CONFIG=/design/flow/config.mk WORK_HOME=/design/flow/orfs finish
```
**flow/config.mk**
```make
export PLATFORM = sky130hd
export DESIGN_NAME = clock
export DESIGN_NICKNAME = clock
export VERILOG_FILES = /design/flow/design.v
export SDC_FILE = /design/flow/constraint.sdc
export NUM_CORES = 4
export LEC_CHECK = 1
export CORE_AREA = 10 10 93 93
export DIE_AREA = 0 0 103 103
```
**flow/constraint.sdc**
```tcl
current_design clock

set clk_period 2.0
set clk_io_pct 0.2

create_clock -name clk0 -period $clk_period [get_ports {clk}]

set non_clock_inputs [all_inputs -no_clocks]
set_input_delay [expr $clk_period * $clk_io_pct] -clock clk0 $non_clock_inputs
set_output_delay [expr $clk_period * $clk_io_pct] -clock clk0 [all_outputs]
```
**flow/design.v**
```verilog
module clock
#(
	parameter count_max	= 6'd59,
 	parameter TRUE 		= 1'b1
)
(
input               clk,
input               reset,
output reg  [5:0]   count_sec,
output reg  [5:0]   count_min,
output reg  [5:0]   count_hrs
);
wire  	   	 clr_hrs;
wire  	   	 clr_min;
wire  	   	 clr_sec;
up_counter SEC
(
.clk                (clk		),
.reset              (reset		),
.en                 (TRUE		),
.count_max          (count_max	),
.clr                (clr_sec	),
.count              (count_sec	)
);
up_counter MIN
(
.clk                (clk		),
.reset              (reset		),
.en                 (clr_sec	),
.count_max          (count_max	),
.clr                (clr_min	),
.count              (count_min	)
);
up_counter HRS
(
.clk                (clk		),
.reset              (reset		),
.en                 (clr_min	),
.count_max          (count_max	),
.clr                (clr_hrs	),
.count              (count_hrs	)
);
endmodule
module up_counter 
#(
	parameter WIDTH = 6
)
(
	input 					clk,
	input 					reset,
	input				    en,
	input 	    [WIDTH-1:0]	count_max,
	output reg 				clr,
	output reg	[WIDTH-1:0]	count
);
	always@(posedge clk) begin
		if(reset || clr)	count <= 0;
		else if(en) 		count <= count + 1;
	end
	always@* clr = en & (count == count_max);
endmodule
```
==> results.sh <==
# flow metrics
export IMPL_clkLatencyLatePin_ns=0.25
export IMPL_timing_fmax_mhz=594
export IMPL_power_frac_comb_pct=4.4
export IMPL_slew_violations=0
export IMPL_drcViolationCount=0
export IMPL_worstRegToRegCells=5
export IMPL_worst_pin_slew_ns=0.329
export IMPL_hold_start="SEC.count[0]"
export IMPL_max_stage_delay_ns=0.54
export IMPL_track_usage_pct=3.80
export IMPL_cts_tree="done"
export IMPL_start_kind="flop"
export IMPL_clock_path_buffers=2
export IMPL_holdPathStages=1
export IMPL_ff_type="dfxtp_1"
export IMPL_dieHeight_um=103
export IMPL_async_flop_share_pct=0
export IMPL_num_vias=669
export IMPL_cts_resized_gates=0
export IMPL_r2r_start="SEC.count[0]"
export IMPL_die_w_um=103
export IMPL_yosysMostFrequentCell="nor2_1"
export IMPL_clkPwrFrac_pct=42.7
export IMPL_path_buffers=1
export IMPL_crit_arrival_ns=1.28
export IMPL_rsz0062_at_grt="false"
export IMPL_synth_seq_area_share_pct=42.4
export IMPL_area_delta_synth_final_pct=40.0
export IMPL_status="finished clean"
export IMPL_drive_above_1_share_pct=12.8
export IMPL_final_hold_violation_count=0
export IMPL_overflow=0
export IMPL_pin_count=20
export IMPL_setup_viol=0
export IMPL_warnings=25
export IMPL_antenna_found_initial=0
export IMPL_p_per_area_mw_per_mm2=586
export IMPL_fin_worst_skew_ns=0.00497
export IMPL_postCtsHoldBufs=0
export IMPL_synth_top_area_share_pct=42.4
export IMPL_r2r_end="SEC.count[2]"
export IMPL_netlist_area_um2=851
export IMPL_yosys_warnings=1
export IMPL_core_area_mm2=0.00676
export IMPL_worst_ep_required_time_ns=1.60
export IMPL_finalCriticalPeriod_ns=1.68
export IMPL_htree_levels=1
export IMPL_cp_num_cells=1
export IMPL_cts_sinks=18
export IMPL_io_buffers=19
export IMPL_hold_path_class="flop to flop"
export IMPL_finalSetupTns_ns=0
export IMPL_hold_ws_ns=0.467
export IMPL_first_global_vias=607
export IMPL_nFillCells=751
export IMPL_synth_area_per_cell_um2=9.78
export IMPL_relSlewSlack_pct=77.9
export IMPL_numCtsBuffers=3
export IMPL_dp_hpwl_um=1580
export IMPL_critical_path_max_fanout=8
export IMPL_gp_congestion=0.737
export IMPL_grt_pass1_wl_um=3180
export IMPL_die_area_mm2=0.0106
export IMPL_netlist_top_cells_count="nor2_1, dfxtp_1, xnor2_1"
export IMPL_crit_family="buffers and inverters"
export IMPL_ys_chip_area_um2=851
export IMPL_yosys_cells=87
export IMPL_fp_util_pct=12.6
export IMPL_cts_setup_buffers=0
export IMPL_grt_max_degree=11
export IMPL_p_leak_nw=0.495
export IMPL_first_pass_iters=4
export IMPL_topCellsByArea="dfxtp_1, xnor2_1, nor2_1"
export IMPL_slowest_stage="clkdlybuf4s50_1"
export IMPL_num_rows=30
export IMPL_switching_power_mw=0.143
export IMPL_p_sw_share_pct=20.4
export IMPL_synth_flops=18
export IMPL_hold_end="SEC.count[0]"
export IMPL_n_antenna_cell=0
export IMPL_drt_wirelength_per_cell_um=10.8
export IMPL_viasPerCell=3.54
export IMPL_synthDistinctLibCells=23
export IMPL_drtAntennaViolNets=0
export IMPL_crit_path_cell_trace="clkdlybuf4s50_1"
export IMPL_drt_wl_total_um=2040
export IMPL_clock_root_buffer="clkbuf_8"
export IMPL_clkSlewWorstSetupHoldPaths_ns=0.07
export IMPL_edf_count=0
export IMPL_syn_inst=87
export IMPL_post_route_period_util_pct=84.2
export IMPL_r2r_setup_slack_ns=0.41
export IMPL_drv_cap=0
export IMPL_drt_first_iter_violations=17
export IMPL_end_kind="output pin"
export IMPL_p_int_mw=0.556
export IMPL_critical_path_class="flop to output pin"
export IMPL_pwr_share_seq_pct=53.0
export IMPL_irDropWorstVdd_mv=0.245
export IMPL_yosysTopAreaCell="dfxtp_1"
-- kinds of logic (layout without fill, tap and decap cells) --
logic type	Yosys count	after routing	share of synthesized area, %
multiplexers	2	2	2.35
AND/OR/NAND/NOR	44	44	32.9
flip-flops	18	18	42.4
XOR/XNOR	13	13	13.4
adder cells (fa/ha/maj)	3	3	4.41
buffers and inverters	4	26	1.91
AND-OR/OR-AND	3	3	2.65
-- worst max-delay path by stage --
stage | from | to | slack, ns
after global routing | SEC.count[2] | count_sec[2] | 0.25
final | SEC.count[2] | count_sec[2] | 0.32
after CTS | SEC.count[3] | count_sec[3] | 0.29
-- cell usage in the layout (no fill, tap or decap), drive strengths merged --
cell type       n
nor2           20
clkdlybuf4s50  19
dfxtp          18
xnor2          10
nand3           5
clkbuf          4
nand2           4
nor4            4
nand4           3
xor2            3
inv             3
ha              3
nor3            3
nand4b          2
or2             2
mux2i           2
a21o            1
nand2b          1
a31o            1
a21oi           1
-- per-stage QoR --
stage	util [%]	setup slack, ns	std cells	cell area, um^2	total power, mW
6_report	17.6	0.316	189	1190	0.698
5_1_grt	17.6	0.247	189	1190	0.727
4_1_cts	17.6	0.294	189	1190	0.713
3_5_place_dp	16.8	0.420	185	1140	0.410
3_3_place_gp	16.8	0.469	185	1140	0.409
2_1_floorplan	-	0.608	87	851	0.392
-- power by group through the flow --
stage / clock (mW) / sequential (mW) / combinational [mW]
CTS: 0.311 / 0.370 / 0.0317
global route: 0.323 / 0.371 / 0.0333
finish: 0.298 / 0.370 / 0.0305
-- registers in the layout, indices dropped and copies added, names as in the netlist --
name and count:
MIN.count 6, SEC.count 6, HRS.count 6
-- final cells by class --
| class | count | area, um^2 | share of cell area [%] |
|---|---|---|---|
| Timing Repair Buffer | 19 | 190 | 16.0 |
| Multi-Input combinational cell | 65 | 474 | 39.8 |
| Sequential cell | 18 | 360 | 30.3 |
| Tap cell | 80 | 100 | 8.40 |
| Clock buffer | 4 | 55.1 | 4.62 |
| Inverter | 3 | 11.3 | 0.945 |
-- layer usage --
metal / vias to the layer above / global-route usage, % / part of all wire (%)
li1: 344 / - / -
met1: 308 / 5.20 / 48
met2: 15 / 5.31 / 41
met3: 2 / 2.17 / 11
met4: 0 / 0.214 / 0.39
met5: - / 0 / 0
No activity file was given, so power comes from the tool's default toggle rates.
